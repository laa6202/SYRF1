**flow/config.mk**
```make
export PLATFORM = sky130hd
export DESIGN_NAME = para_top
export DESIGN_NICKNAME = para_top
export VERILOG_FILES = /design/flow/design.v
export SDC_FILE = /design/flow/constraint.sdc
export NUM_CORES = 4
export LEC_CHECK = 1
export CORE_UTILIZATION = 30
```
**flow/constraint.sdc**
```tcl
current_design para_top

set clk_period 10.0
set clk_io_pct 0.2

create_clock -name clk0 -period $clk_period [get_ports {clk_sys}]

set non_clock_inputs [all_inputs -no_clocks]
set_input_delay [expr $clk_period * $clk_io_pct] -clock clk0 $non_clock_inputs
set_output_delay [expr $clk_period * $clk_io_pct] -clock clk0 [all_outputs]
```
**flow/design.v**
```verilog
module hit_main(
sm_data,
sm_vld,
cfg_th,
cfg_hdt,
cfg_ldt,
cfg_swt,
cfg_hwt,
stu_now_hit,
stu_now_lock,
stu_hit_id,
force_end,
clk_sys,
rst_n
);
input [15:0]	sm_data;
input					sm_vld;
input [15:0]	cfg_th;		 
input [31:0]	cfg_hdt;	 
input [31:0]	cfg_ldt;	 
input [15:0]	cfg_swt;	 
input [15:0]	cfg_hwt;	 
output stu_now_hit;
output stu_now_lock;
output [15:0] stu_hit_id;
output force_end;
input clk_sys;
input rst_n;
parameter S_IDLE = 3'h0;
parameter S_UP   = 3'h1;
parameter S_DOWN = 3'h2;
parameter S_LOCK = 3'h3;
parameter S_FORCE = 3'h6;
parameter S_DONE = 3'h7;
reg [2:0] st_hit;
reg hit_up;
wire finish_hdt;
wire finish_ldt;
wire force_end ;
always @ (posedge clk_sys or negedge rst_n)	begin
	if(~rst_n)
		st_hit <= S_IDLE;
	else begin
		case(st_hit)
			S_IDLE : st_hit <= hit_up ? S_UP : S_IDLE;
			S_UP	 : st_hit <= force_end ? S_FORCE :
												 hit_up ? S_UP : S_DOWN;
			S_DOWN : st_hit <= force_end ? S_FORCE :
												 hit_up ? S_UP : 
												 finish_hdt ? S_LOCK : S_DOWN;
			S_LOCK : st_hit <= finish_ldt ? S_DONE : S_LOCK;
			S_FORCE: st_hit <= S_IDLE;
			S_DONE : st_hit <= S_IDLE;
			default : st_hit <= S_IDLE;
		endcase
	end
end
always @ (posedge clk_sys or negedge rst_n) begin
	if(~rst_n)
		hit_up <= 1'b0;
	else if(sm_vld)
		hit_up <= (sm_data >= cfg_th);
	else ;
end
reg [31:0] cnt_hit;
reg [31:0] cnt_lock;
always @ (posedge clk_sys or negedge rst_n)	begin
	if(~rst_n)
		cnt_hit <= 32'h0;
	else if(st_hit == S_DOWN)
		cnt_hit <= cnt_hit + 32'h1;
	else 
		cnt_hit <= 32'h0;
end
always @ (posedge clk_sys or negedge rst_n)	begin
	if(~rst_n)
		cnt_lock <= 32'h0;
	else if(st_hit == S_LOCK)
		cnt_lock <= cnt_lock + 32'h1;
	else 
		cnt_lock <= 32'h0;
end
assign finish_hdt = (cnt_hit >= cfg_hdt) ? 1'b1 : 1'b0;
assign finish_ldt = (cnt_lock >= cfg_ldt) ? 1'b1 : 1'b0;
reg [7:0]	cnt_sm_sat;
always @ (posedge clk_sys or negedge rst_n)	begin
	if(~rst_n)
		cnt_sm_sat <= 8'h0;
	else if(sm_vld)	begin
		if (sm_data >= 16'hfff0) begin
			if(cnt_sm_sat == 8'hff)
				cnt_sm_sat <= 8'hff;
			else 
				cnt_sm_sat <= cnt_sm_sat+8'h1;
		end
		else 
			cnt_sm_sat <= 16'h0;
	end
	else;
end
wire force_end1;
assign force_end1 = (cnt_sm_sat >= cfg_swt) ? 1'b1 : 1'b0;
wire stu_now_hit;
wire stu_now_lock;
assign stu_now_hit = (st_hit == S_UP) | (st_hit == S_DOWN);
assign stu_now_lock = (st_hit == S_LOCK);
reg [15:0] stu_hit_id;
always @ (posedge clk_sys or negedge rst_n)	begin
	if(~rst_n)
		stu_hit_id <= 16'h0;
	else if(st_hit == S_DONE)
		stu_hit_id <= stu_hit_id + 16'h1;
	else ;
end
reg [15:0] cnt_up;
always @(posedge clk_sys or negedge rst_n)	begin
	if(~rst_n)
		cnt_up <= 16'h0;
	else if(sm_vld)
		cnt_up <= (sm_data >= cfg_th) ? (cnt_up + 16'h1) : 16'h0;
	else ;
end
wire force_end2;
assign force_end2 = (cnt_up >= cfg_hwt) ? 1'b1 :1'b0;
assign force_end = force_end1 | force_end2;
endmodule
module hit_ring(
sm_data,
sm_vld,
cfg_th,
stu_now_hit,
stu_now_lock,
stu_ring,
force_end,
ph_ring,
ph_vld,
clk_sys,
rst_n
);
input [15:0]	sm_data;
input					sm_vld;
input [15:0]	cfg_th;
input stu_now_hit;
input stu_now_lock;
output [15:0] stu_ring;
input	force_end;
output [15:0]	ph_ring;
output 				ph_vld;
input clk_sys;
input rst_n;
wire now_hit ;
wire now_lock ;
wire now_hit_rasing ;
wire now_hit_falling ;
assign now_hit = stu_now_hit;
assign now_lock = stu_now_lock;
reg now_hit_reg;
always @ (posedge clk_sys)
	now_hit_reg <= now_hit;
assign  now_hit_rasing = (~now_hit_reg ) & now_hit;
assign  now_hit_falling = (~now_hit) & now_hit_reg;
reg [15:0] sm_data_reg;
always @ (posedge clk_sys)
	sm_data_reg <= sm_data;
wire ring_vld ; 
assign ring_vld = (sm_data_reg < cfg_th) & (sm_data >= cfg_th);
reg [15:0] cnt_ring;
always @ (posedge clk_sys or negedge rst_n)	begin
	if(~rst_n)
		cnt_ring <= 16'h0;
	else if(force_end)
		cnt_ring <= 16'h0;
	else if(now_hit_rasing)
		cnt_ring <= 16'h1;
	else if(now_hit)
		cnt_ring <= ring_vld ? (cnt_ring + 16'h1) : cnt_ring;
	else if(now_lock)
		cnt_ring <= cnt_ring;
	else 
		cnt_ring <= 16'h0;
end
reg [15:0] stu_ring;
always @(posedge clk_sys or negedge rst_n)	begin
	if(~rst_n)
		stu_ring <= 16'h0;
	else if(now_hit_falling)
		stu_ring <= cnt_ring;
	else ;
end
wire [15:0]	ph_ring;
reg 				ph_vld;
assign ph_ring = stu_ring;
always @ (posedge clk_sys)
	ph_vld <= (~force_end) & now_hit_falling;
endmodule
module para_hit(
sm_data,
sm_vld,
cfg_th,
cfg_hdt,
cfg_ldt,
cfg_swt,
cfg_hwt,
stu_now_hit,
stu_now_lock,
stu_hit_id,
stu_ring,
ph_ring,
ph_vld,
clk_sys,
rst_n
);
input [15:0]	sm_data;
input					sm_vld;
input [15:0]	cfg_th;
input [31:0]	cfg_hdt;
input [31:0]	cfg_ldt;
input [15:0]	cfg_swt;	
input [15:0]	cfg_hwt;	
output stu_now_hit;
output stu_now_lock;
output [15:0] stu_hit_id;
output [15:0] stu_ring;
output [15:0]	ph_ring;
output 				ph_vld;
input clk_sys;
input rst_n;
wire force_end;
hit_main u_hit_main(
.sm_data(sm_data),
.sm_vld(sm_vld),
.cfg_th(cfg_th),
.cfg_hdt(cfg_hdt),
.cfg_ldt(cfg_ldt),
.cfg_swt(cfg_swt),
.cfg_hwt(cfg_hwt),
.stu_now_hit(stu_now_hit),
.stu_now_lock(stu_now_lock),
.stu_hit_id(stu_hit_id),
.force_end(force_end),
.clk_sys(clk_sys),
.rst_n(rst_n)
);
hit_ring u_hit_ring(
.sm_data(sm_data),
.sm_vld(sm_vld),
.cfg_th(cfg_th),
.stu_now_hit(stu_now_hit),
.stu_now_lock(stu_now_lock),
.stu_ring(stu_ring),
.force_end(force_end),
.ph_ring(ph_ring),
.ph_vld(ph_vld),
.clk_sys(clk_sys),
.rst_n(rst_n)
);
endmodule
module para_regs(
fx_waddr,
fx_wr,
fx_data,
fx_rd,
fx_raddr,
fx_q,
sta_para_ave,
cfg_th,
cfg_hdt,
cfg_ldt,
cfg_swt,
cfg_hwt,
stu_hit_id,
stu_ring,
dev_id,
clk_sys,
rst_n
);
input 				fx_wr;
input [7:0]		fx_data;
input [21:0]	fx_waddr;
input [21:0]	fx_raddr;
input 				fx_rd;
output  [7:0]	fx_q;
input [15:0] sta_para_ave;
output [15:0] cfg_th;
output [31:0] cfg_hdt;
output [31:0] cfg_ldt;
output [15:0]	cfg_swt;
output [15:0]	cfg_hwt;
input [15:0] stu_hit_id;
input [15:0] stu_ring;
input [5:0] dev_id;
input clk_sys;
input rst_n;
wire dev_wsel = (fx_waddr[21:16]== dev_id) ? 1'b1 :1'b0;
wire dev_rsel = (fx_raddr[21:16]== dev_id) ? 1'b1 :1'b0;
wire now_wr = fx_wr & dev_wsel;
wire now_rd = fx_rd & dev_rsel;
reg [15:0] 	cfg_th;
reg [31:0]	cfg_hdt;
reg [31:0]	cfg_ldt;
reg [15:0]	cfg_swt;
reg [15:0]	cfg_hwt;
reg [7:0] cfg_dbg0;
reg [7:0] cfg_dbg1;
reg [7:0] cfg_dbg2;
reg [7:0] cfg_dbg3;
reg [7:0] cfg_dbg4;
reg [7:0] cfg_dbg5;
reg [7:0] cfg_dbg6;
reg [7:0] cfg_dbg7;
always @ (posedge clk_sys or negedge rst_n)	begin
	if(~rst_n)	begin
		cfg_th	 <= 16'h7800;
		cfg_hdt  <= 32'd1_000_00;
		cfg_ldt  <= 32'd500_000_00;
		cfg_swt  <= 16'h4;
		cfg_hwt  <= 16'h14;
		cfg_dbg0 <= 8'h80;
		cfg_dbg1 <= 8'h81;
		cfg_dbg2 <= 8'h82;
		cfg_dbg3 <= 8'h83;
		cfg_dbg4 <= 8'h84;
		cfg_dbg5 <= 8'h85;
		cfg_dbg6 <= 8'h86;
		cfg_dbg7 <= 8'h87;
	end
	else if(now_wr) begin
		case(fx_waddr[15:0])
			16'h20 : cfg_th[7:0]  <= fx_data;
			16'h21 : cfg_th[15:8] <= fx_data;
			16'h24 : cfg_hdt[7:0]   <= fx_data;
			16'h25 : cfg_hdt[15:8]  <= fx_data;
			16'h26 : cfg_hdt[23:16] <= fx_data;
			16'h27 : cfg_hdt[31:24] <= fx_data;
			16'h28 : cfg_ldt[7:0]   <= fx_data;
			16'h29 : cfg_ldt[15:8]  <= fx_data;
			16'h2a : cfg_ldt[23:16] <= fx_data;
			16'h2b : cfg_ldt[31:24] <= fx_data;
			16'h2c : cfg_swt[7:0]   <= fx_data;
			16'h2d : cfg_swt[15:8]  <= fx_data;
			16'h2e : cfg_hwt[7:0]   <= fx_data;
			16'h2f : cfg_hwt[15:8]   <= fx_data;
			16'h80 : cfg_dbg0 <= fx_data;
			16'h81 : cfg_dbg1 <= fx_data;
			16'h82 : cfg_dbg2 <= fx_data;
			16'h83 : cfg_dbg3 <= fx_data;
			16'h84 : cfg_dbg4 <= fx_data;
			16'h85 : cfg_dbg5 <= fx_data;
			16'h86 : cfg_dbg6 <= fx_data;
			16'h87 : cfg_dbg7 <= fx_data;
			default : ;
		endcase
	end
	else ;
end
reg [7:0] q0;
always @(posedge clk_sys or negedge rst_n)	begin
	if(~rst_n) begin
		q0 <= 8'h0;
	end
	else if(now_rd) begin
		case(fx_raddr[15:0])
			16'h0  : q0 <= {2'h0,dev_id};
			16'h20 : q0 <= cfg_th[7:0];
			16'h21 : q0 <= cfg_th[15:8];
			16'h24 : q0 <= cfg_hdt[7:0];
			16'h25 : q0 <= cfg_hdt[15:8];
			16'h26 : q0 <= cfg_hdt[23:16];
			16'h27 : q0 <= cfg_hdt[31:24];
			16'h28 : q0 <= cfg_ldt[7:0];
			16'h29 : q0 <= cfg_ldt[15:8];	
			16'h2a : q0 <= cfg_ldt[23:16];
			16'h2b : q0 <= cfg_ldt[31:24];	
			16'h2c : q0 <= cfg_swt[7:0];
			16'h2d : q0 <= cfg_swt[15:8];
			16'h2e : q0 <= cfg_hwt[7:0];
			16'h2f : q0 <= cfg_hwt[15:8];
			16'h30 : q0 <= stu_hit_id[7:0];
			16'h31 : q0 <= stu_hit_id[15:8];
			16'h32 : q0 <= stu_ring[7:0];
			16'h33 : q0 <= stu_ring[15:8];
			16'h50 : q0 <= sta_para_ave[7:0];
			16'h51 : q0 <= sta_para_ave[15:8];
			16'h80 : q0 <= cfg_dbg0;
			16'h81 : q0 <= cfg_dbg1;
			16'h82 : q0 <= cfg_dbg2;
			16'h83 : q0 <= cfg_dbg3;
			16'h84 : q0 <= cfg_dbg4;
			16'h85 : q0 <= cfg_dbg5;
			16'h86 : q0 <= cfg_dbg6;
			16'h87 : q0 <= cfg_dbg7;
			default : q0 <= 8'h0;
		endcase
	end
	else 
		q0 <= 8'h0;
end
wire [7:0] fx_q;
assign fx_q = q0;
endmodule
module para_time(
sm_data,
sm_vld,
sta_para_ave,
clk_sys,
rst_n
);
input [15:0]	sm_data;
input					sm_vld;
output [15:0]	sta_para_ave;
input clk_sys;
input rst_n;
reg [15:0] cnt_vld;
wire finish_period = (cnt_vld == 16'hFFFF) & sm_vld;
always @ (posedge clk_sys or negedge rst_n)	begin
	if(~rst_n)
		cnt_vld <= 16'h0;
	else if(sm_vld)
		if(finish_period)
			cnt_vld <= 16'h0;
		else
			cnt_vld <= cnt_vld + 16'h1;
	else ;
end
reg [31:0] sum_temp;
wire [31:0] a = {{16{sm_data[15]}},sm_data};
always @ (posedge clk_sys or negedge rst_n)	begin
	if(~rst_n)
		sum_temp <= 32'h0;
	else if(finish_period)
		sum_temp <= 32'h0;
	else if(sm_vld)
		sum_temp <= sum_temp + a;
	else; 
end
reg [31:0] sum_data;
always @(posedge clk_sys or negedge rst_n)	begin
	if(~rst_n)
		sum_data <= 32'h0;
	else if(finish_period)
		sum_data <= sum_temp + a;
	else ;
end
wire [15:0] sta_para_ave;
assign	sta_para_ave = sum_data[31:16];
endmodule
module para_top(
sm_data,
sm_vld,
ph_ring,
ph_vld,
fx_waddr,
fx_wr,
fx_data,
fx_rd,
fx_raddr,
fx_q,
dev_id,
clk_sys,
rst_n
);
input [15:0]	sm_data;
input					sm_vld;
output [15:0]	ph_ring;
output 				ph_vld;
input 				fx_wr;
input [7:0]		fx_data;
input [21:0]	fx_waddr;
input [21:0]	fx_raddr;
input 				fx_rd;
output  [7:0]	fx_q;
input [5:0] dev_id;
input clk_sys;
input rst_n;
wire [15:0]	cfg_th;
wire [31:0]	cfg_hdt;
wire [31:0]	cfg_ldt;
wire [15:0] cfg_swt;
wire [15:0] cfg_hwt;
wire [15:0]	stu_hit_id;
wire [15:0] stu_ring;
wire [15:0] sta_para_ave;
para_regs u_para_regs( 
.fx_waddr(fx_waddr),
.fx_wr(fx_wr),
.fx_data(fx_data),
.fx_rd(fx_rd),
.fx_raddr(fx_raddr),
.fx_q(fx_q),
.sta_para_ave(sta_para_ave),
.cfg_th(cfg_th),
.cfg_hdt(cfg_hdt),
.cfg_ldt(cfg_ldt),
.cfg_swt(cfg_swt),
.cfg_hwt(cfg_hwt),
.stu_hit_id(stu_hit_id),
.stu_ring(stu_ring),
.dev_id(dev_id),
.clk_sys(clk_sys),
.rst_n(rst_n)
);
para_time u_para_time(
.sm_data(sm_data),
.sm_vld(sm_vld),
.sta_para_ave(sta_para_ave),
.clk_sys(clk_sys),
.rst_n(rst_n)
);
para_hit u_para_hit(
.sm_data(sm_data),
.sm_vld(sm_vld),
.cfg_th(cfg_th),
.cfg_hdt(cfg_hdt),
.cfg_ldt(cfg_ldt),
.cfg_swt(cfg_swt),
.cfg_hwt(cfg_hwt),
.stu_now_hit(),
.stu_now_lock(),
.stu_hit_id(stu_hit_id),
.stu_ring(stu_ring),
.ph_ring(ph_ring),
.ph_vld(ph_vld),
.clk_sys(clk_sys),
.rst_n(rst_n)
);
endmodule
```
**flow/run.sh**
```bash
#!/bin/bash
# OpenROAD 26Q1-2900-gdf79404cd8, Yosys 0.63+post, stock flow scripts
make -C /OpenROAD-flow-scripts/flow DESIGN_CONFIG=/design/flow/config.mk WORK_HOME=/design/flow/orfs finish
```
==> metrics.cfg <==
[run_status]
outcome=complete, no violations

[finish]
drive_gt1_share_pct=16.3
ff_latch_area_um2=10200
layout_top_cell=dfrtp_1
finish.utilization_pct=35.7
area_growth_pct=17.0
comb_area_um2=11800
final_cell_mix=dfrtp_1, mux2_2, inv_1
fillCellCount=7115

[sta]
finalClockSkew_ns=0.0220
slew_viol_final=0
finalHoldViolations=0
fin_crit_ns=4.91
tightest_slew_ns=1.01
final-setup-viol-count=0
slew_headroom_pct=31.8
period_used_pct=49.1
rsz0062_at_grt=false
timing.fmax_mhz=204
fin_setup_tns_ns=0

[worst_setup_path]
worstReg2RegEnd=u_para_hit.u_hit_ring.cnt_ring[13]$_DFFE_PN0P_
crit_path_end_kind=flop
cp.required_ns=10.51
crit_type=in2reg
critPathLaunch=fx_raddr[13]
cp_data_arrival_time_ns=5.42
r2r_cells=11
cp-start-kind=input port
regToRegSetupSlack_ns=6.41
critPathMaxFanout=9
worstReg2RegStart=u_para_regs.cfg_hwt[9]$_DFFE_PN0P_

[logic_synthesis]
ys.flop_type=dfrtp_1
synth_cells=2200
edf_count=0
synth_chip_area_um2=22900
syn_area_per_cell_um2=10.4
ys_seq_share_pct=44.6
syn_area_um2=22900
yosysCellCount=2200
ys_seq_elements=409
yosysUniqueCellTypes=76
async_reset_ff_share_pct=95.6
ys_warn_count=4

[detailed_routing]
ant_nets=0
viasPerCell=5.15
n_antenna_cell=0
wirelength_um=65600
wl_per_cell_um=19.7
drtIter0Drc=1211
vias=17100
dr.pass1.iters=5
drc=0

[floorplanning]
chipArea_um2=77400
core.rowCount=100
die_h_um=278
io_pins=104
die_x_um=278
coreArea_um2=74900
fp_util_pct=30.5

[clock_tree]
clock_insertion_delay_worst_skew_ns=0.61
ctsHoldBuffers=0
h-tree-depth=2
tritoncts=built
clock_sinks=409
ctsResizeCount=0
clock_path_buffers=3
cts-root-buf=clkbuf_16
path_clk_slew_ns=0.06
post_cts_buffers=0
cts_made_buffers=48

[global_route]
grt_pass1_wl_um=104000
grt_overflow=0
grt_usage_pct=17.8
grt_pass1_vias=17300
grt_max_degree=132
grt_antenna_before_repair=5

[power_and_ir_drop]
peakVddDrop_mv=0.124
p_leak_nw=12.0
pwr_density_cell_nw_per_um2=169

[min_path]
hold_path_end=u_para_hit.u_hit_main.st_hit[0]$_DFF_PN1_
hp-class=reg2reg
hold_start=u_para_hit.u_hit_main.st_hit[2]$_DFF_PN0_
holdPathStages=2

[job]
drv_cap=0
tool_warnings=29

[place]
finalWeightedCongestion=0.937
hpwl_um=47800
port-buffer-count=103

==> report_power, final <==
| part | switching [W] | total (W) | internal (W) |
|---|---|---|---|
| logic | 0.000522 | 0.000895 | 0.000373 |
| clock network | 0.000731 | 0.00183 | 0.00110 |
| registers | 0.0000548 | 0.00179 | 0.00174 |
==> worst max-delay path, stage by stage <==
cell and delay, ns:
clkdlybuf4s50_1 0.41, nor4_1 0.87, nand3_1 0.46, nor3_2 0.78, nand2_1 0.17, o21ai_0 0.17
a221oi_1 0.11, nand4_1 0.14, a2111oi_0 0.09, a31oi_1 0.20
==> through the flow <==
step           std cells  total power [W]  cell area, um^2  worst slack [ns]  hold WS [ns]
2_1_floorplan       2200          0.00246            22900              5.59         0.427
5_1_grt             3321          0.00476            26800              4.99         0.483
3_3_place_gp        3231          0.00270            25100              4.61         0.440
4_1_cts             3321          0.00456            26800              5.15         0.451
3_5_place_dp        3231          0.00270            25100              4.54         0.434
6_report            3321          0.00452            26800              5.09         0.451
==> worst max path at each step <==
stage,end,slack [ns],cells after the start
after CTS,u_para_regs.q0[5]$_DFF_PN0_,5.15,9
after global routing,u_para_regs.q0[5]$_DFF_PN0_,4.99,9
final,u_para_regs.q0[6]$_DFF_PN0_,5.09,10
==> cell type report <==
| type | instances | share of cell area (%) |
|---|---|---|
| Tap cell | 969 | 4.53 |
| Clock inverter | 21 | 1.01 |
| Clock buffer | 69 | 5.20 |
| Timing Repair Buffer | 132 | 4.76 |
| Multi-Input combinational cell | 1562 | 44.2 |
| Sequential cell | 409 | 38.1 |
| Inverter | 159 | 2.23 |
==> per-layer routing <==
layer	up-vias	wire (um)	GRT usage, %	share of wire [%]
met2	403	29500	26.8	45
met4	6	1780	4.14	2.7
met3	95	3980	4.22	6.1
met1	8446	30300	26.4	46
met5	-	34	0	0.052
li1	8167	-	-	-
==> synthesized netlist by cell type, drive strengths merged, types with 5 or more instances <==
cell       n  area (um^2)
nor2      94          353
o21bai     9         67.6
nand4     38          238
and4       6         52.6
and2      58          363
a31o       5         43.8
and3      44          275
mux2     197         2220
inv      159          597
a211oi    12          100
xor2      47          412
ha       157         1960
o21ai    123          616
mux4       9          203
nor4      10         75.1
a21oi     76          380
o31ai      6         45.0
a2111oi    9          104
a21boi    14          105
xnor2     78          683
nor3      27          150
nand2    143          539
a31oi     11         83.8
or3       17          106
nor2b     33          206
a22oi     28          210
buf        8         35.0
a22o      12          105
mux2i     18          180
dfxtp     18          360
a21o      49          368
o22ai     25          156
o21a       9         67.6
clkbuf    62          235
nand3     92          460
a222oi    11          110
dfrtp    345         8630
a221oi    19          166
nand2b    25          156
nor3b      5         42.5
dfstp     46         1210
==> logic make-up after synthesis <==
group           after synthesis  share of synthesized area [%]
simple gates                609                           13.8
compound gates              446                           13.0
flops                       409                           44.6
buf+inv                     229                           3.79
mux                         224                           11.4
fa+ha+maj                   158                           8.67
xor+xnor                    125                           4.78
Power and IR drop assume default switching activity.
