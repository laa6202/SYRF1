===== ./run.sh =====
#!/bin/bash
# OpenROAD 26Q1-2900-gdf79404cd8, Yosys 0.63+post, stock flow scripts
make -C /OpenROAD-flow-scripts/flow DESIGN_CONFIG=/design/flow/config.mk WORK_HOME=/design/flow/orfs finish

===== ./config.mk =====
export PLATFORM = sky130hd
export DESIGN_NAME = ad_top
export DESIGN_NICKNAME = ad_top
export VERILOG_FILES = /design/flow/design.v
export SDC_FILE = /design/flow/constraint.sdc
export NUM_CORES = 4
export LEC_CHECK = 1
export CORE_UTILIZATION = 50

===== ./constraint.sdc =====
current_design ad_top

set clk_period 8.5
set clk_io_pct 0.2

create_clock -name clk0 -period $clk_period [get_ports {clk_sys}]

set non_clock_inputs [all_inputs -no_clocks]
set_input_delay [expr $clk_period * $clk_io_pct] -clock clk0 $non_clock_inputs
set_output_delay [expr $clk_period * $clk_io_pct] -clock clk0 [all_outputs]

===== ./design.v =====
module ad_filter(
ad_data_i,
ad_vld_i,
ad_data_o,
ad_vld_o,
cfg_ave,
clk_sys,
rst_n
);
input [15:0]	ad_data_i;
input					ad_vld_i;
output [15:0]	ad_data_o;
output				ad_vld_o;
input [7:0]	cfg_ave;
input	clk_sys;
input	rst_n;
wire[1:0] ave_mode =  cfg_ave[1:0];
reg [15:0]	ad_reg1,ad_reg2,ad_reg3,ad_reg4;
reg [15:0]	ad_reg5,ad_reg6,ad_reg7,ad_reg8;
reg [18:0]  ad_sum8;
reg [17:0]  ad_sum4;
reg [16:0]  ad_sum2;
always @ (posedge clk_sys or negedge rst_n)	begin
	if(~rst_n) begin
		ad_reg1 <= 16'h0;
		ad_reg2 <= 16'h0;	
		ad_reg3 <= 16'h0;
		ad_reg4 <= 16'h0;	
		ad_reg5 <= 16'h0;
		ad_reg6 <= 16'h0;	
		ad_reg7 <= 16'h0;
		ad_reg8 <= 16'h0;	
	end
	else if(ad_vld_i)	begin
		ad_reg1 <= ad_data_i;
		ad_reg2 <= ad_reg1;
		ad_reg3 <= ad_reg2;
		ad_reg4 <= ad_reg3;
		ad_reg5 <= ad_reg4;
		ad_reg6 <= ad_reg5;
		ad_reg7 <= ad_reg6;
		ad_reg8 <= ad_reg7;
	end
	else ;
end
always @ (posedge clk_sys or negedge rst_n)	begin
	if(~rst_n) begin
		ad_sum8 <= 19'h0;
		ad_sum4 <= 18'h0;
		ad_sum2 <= 17'h0;
	end
	else if(ad_vld_i)	begin
		ad_sum8 <= 	{3'h0,ad_reg1} + {3'h0,ad_reg2} 
							+	{3'h0,ad_reg3} + {3'h0,ad_reg4}
							+	{3'h0,ad_reg5} + {3'h0,ad_reg6}
							+	{3'h0,ad_reg7} + {3'h0,ad_reg8};
		ad_sum4 <=  {2'h0,ad_reg1} + {2'h0,ad_reg2} 
							+	{2'h0,ad_reg3} + {2'h0,ad_reg4};
		ad_sum2 <=  {1'h0,ad_reg1} + {1'h0,ad_reg2};
	end
	else ;
end
reg [15:0] 	ad_data_o;
reg					ad_vld_o;
always @ (posedge clk_sys or negedge rst_n)	begin
	if(~rst_n)
		ad_data_o <= 16'h0;
	else begin
		case(ave_mode)
			2'h0 : ad_data_o <= ad_data_i;
			2'h1 : ad_data_o <= ad_sum2[16:1];
			2'h2 : ad_data_o <= ad_sum4[17:2];
			2'h3 : ad_data_o <= ad_sum8[18:3];
			default : ad_data_o <= ad_data_i;
		endcase
	end
end
always @ (posedge clk_sys)
	ad_vld_o <= ad_vld_i;
endmodule
module ad_regs(
fx_waddr,
fx_wr,
fx_data,
fx_rd,
fx_raddr,
fx_q,
cfg_ave,
stu_data_s1,
stu_data_s2,
dev_id,
clk_sys,
rst_n
);
input 				fx_wr;
input [7:0]		fx_data;
input [21:0]	fx_waddr;
input [21:0]	fx_raddr;
input 				fx_rd;
output  [7:0]	fx_q;
output[7:0]	cfg_ave;
input [15:0]	stu_data_s1;
input [15:0]	stu_data_s2;
input [5:0] dev_id;
input clk_sys;
input rst_n;
wire dev_wsel = (fx_waddr[21:16]== dev_id) ? 1'b1 :1'b0;
wire dev_rsel = (fx_raddr[21:16]== dev_id) ? 1'b1 :1'b0;
wire now_wr = fx_wr & dev_wsel;
wire now_rd = fx_rd & dev_rsel;
reg [7:0] cfg_ave;
reg [7:0] cfg_dbg0;
reg [7:0] cfg_dbg1;
reg [7:0] cfg_dbg2;
reg [7:0] cfg_dbg3;
reg [7:0] cfg_dbg4;
reg [7:0] cfg_dbg5;
reg [7:0] cfg_dbg6;
reg [7:0] cfg_dbg7;
always @ (posedge clk_sys or negedge rst_n)	begin
	if(~rst_n)	begin
		cfg_ave <= 8'h1;
		cfg_dbg0 <= 8'h80;
		cfg_dbg1 <= 8'h81;
		cfg_dbg2 <= 8'h82;
		cfg_dbg3 <= 8'h83;
		cfg_dbg4 <= 8'h84;
		cfg_dbg5 <= 8'h85;
		cfg_dbg6 <= 8'h86;
		cfg_dbg7 <= 8'h87;
	end
	else if(now_wr) begin
		case(fx_waddr[15:0])
			16'h20 : cfg_ave <= fx_data; 
			16'h80 : cfg_dbg0 <= fx_data;
			16'h81 : cfg_dbg1 <= fx_data;
			16'h82 : cfg_dbg2 <= fx_data;
			16'h83 : cfg_dbg3 <= fx_data;
			16'h84 : cfg_dbg4 <= fx_data;
			16'h85 : cfg_dbg5 <= fx_data;
			16'h86 : cfg_dbg6 <= fx_data;
			16'h87 : cfg_dbg7 <= fx_data;
			default : ;
		endcase
	end
	else ;
end
reg [7:0] q0;
always @(posedge clk_sys or negedge rst_n)	begin
	if(~rst_n) begin
		q0 <= 8'h0;
	end
	else if(now_rd) begin
		case(fx_raddr[15:0])
			16'h0  : q0 <= dev_id;
			16'h10 : q0 <= stu_data_s1[7:0];
			16'h11 : q0 <= stu_data_s1[15:8];
			16'h12 : q0 <= stu_data_s2[7:0];
			16'h13 : q0 <= stu_data_s2[15:8];
			16'h20 : q0 <= cfg_ave;
			16'h80 : q0 <= cfg_dbg0;
			16'h81 : q0 <= cfg_dbg1;
			16'h82 : q0 <= cfg_dbg2;
			16'h83 : q0 <= cfg_dbg3;
			16'h84 : q0 <= cfg_dbg4;
			16'h85 : q0 <= cfg_dbg5;
			16'h86 : q0 <= cfg_dbg6;
			16'h87 : q0 <= cfg_dbg7;
			default : q0 <= 8'h55;
		endcase
	end
	else 
		q0 <= 8'h0;
end
wire [7:0] fx_q;
assign fx_q = q0;
endmodule
module ad_s2p(
cs_n,
sclk,
sdata,
ad_data,
ad_vld,
clk_sys,
rst_n
);
input cs_n;
input sclk;
input sdata;
output [15:0]	ad_data;
output 				ad_vld;
input clk_sys;
input rst_n;
reg csn_reg;
always @ (posedge clk_sys)
	csn_reg <= cs_n;
wire cs_rasing = (~csn_reg) & cs_n;
reg sclk_reg;
always @ (posedge clk_sys )
	sclk_reg <= sclk;
wire sclk_rasing = (~sclk_reg) & sclk;
reg [12:0] data;
always @ (posedge clk_sys or negedge rst_n)	begin
	if(~rst_n)
		data <= 13'h0;
	else if(cs_n == 1'b0)	begin	
		if(sclk_rasing)
			data <= {data[11:0],sdata};
		else ;
	end
	else 
		data <= 13'b0;
end
reg [15:0] ad_data;
reg					ad_vld;
always @ (posedge clk_sys or negedge rst_n)	begin	
	if(~rst_n)
		ad_data <= 16'h0;
	else if(cs_rasing)
		ad_data <= {data[11:0],4'h0};
	else ;
end
always @ (posedge clk_sys or negedge rst_n)	begin
	if(~rst_n)
		ad_vld <= 1'b0;
	else if(cs_rasing)
		ad_vld <= 1'b1;
	else 
		ad_vld <= 1'b0;
end
endmodule
module ad_top(
cs_n,
sclk,
sdata,
ad_data,
ad_vld,
fx_waddr,
fx_wr,
fx_data,
fx_rd,
fx_raddr,
fx_q,
dev_id,
clk_sys,
rst_n
);
output cs_n;
output sclk;
input  sdata;
output [15:0]	ad_data;
output 				ad_vld;
input 				fx_wr;
input [7:0]		fx_data;
input [21:0]	fx_waddr;
input [21:0]	fx_raddr;
input 				fx_rd;
output  [7:0]	fx_q;
input [5:0] dev_id;
input clk_sys;
input rst_n;
wire [7:0]	cfg_ave;
wire [15:0] ad_data_s1;
wire [15:0]	ad_data_s2;
ad_regs u_ad_regs( 
.fx_waddr(fx_waddr),
.fx_wr(fx_wr),
.fx_data(fx_data),
.fx_rd(fx_rd),
.fx_raddr(fx_raddr),
.fx_q(fx_q),
.cfg_ave(cfg_ave),
.stu_data_s1(ad_data_s1),
.stu_data_s2(ad_data_s2),
.dev_id(dev_id),
.clk_sys(clk_sys),
.rst_n(rst_n)
);
wire sclk;
wire pluse;
wire [3:0] step;
sclk_gen u_sclk_gen(
.sclk(sclk),
.pluse(pluse),
.step(step),
.clk_sys(clk_sys),
.rst_n(rst_n)
);
wire cs_n;
csn_gen u_csn_gen(
.cs_n(cs_n),
.pluse(pluse),
.step(step),
.clk_sys(clk_sys),
.rst_n(rst_n)
);
wire 				ad_vld_s1;
ad_s2p u_ad_s2p(
.cs_n(cs_n),
.sclk(sclk),
.sdata(sdata),
.ad_data(ad_data_s1),
.ad_vld(ad_vld_s1),
.clk_sys(clk_sys),
.rst_n(rst_n)
);
wire 				ad_vld_s2;
ad_filter u_ad_filter(
.ad_data_i(ad_data_s1),
.ad_vld_i(ad_vld_s1),
.ad_data_o(ad_data_s2),
.ad_vld_o(ad_vld_s2),
.cfg_ave(cfg_ave),
.clk_sys(clk_sys),
.rst_n(rst_n)
);
wire [15:0]	ad_data;
wire				ad_vld;
assign ad_data = ad_data_s2;
assign ad_vld = ad_vld_s2;
endmodule
module csn_gen(
cs_n,
pluse,
step,
clk_sys,
rst_n
);
output 	cs_n;
input		pluse;
input [3:0] step;
input		clk_sys;
input		rst_n;
wire cs_n;
assign cs_n = (step == 4'h0) ? 1'b1 :
							(step == 4'hf) ? 1'b1 : 1'b0;
endmodule
module sclk_gen(
sclk,
pluse,
step,
clk_sys,
rst_n
);
output sclk;
output pluse;
output [3:0] step;
input clk_sys;
input rst_n;
reg [7:0] cnt_cycle;
always @(posedge clk_sys or negedge rst_n)	begin
	if(~rst_n)
		cnt_cycle <= 8'h0;
	else if(cnt_cycle == (8'd4 - 8'h1))
		cnt_cycle <= 8'h0;
	else 
		cnt_cycle <= cnt_cycle + 8'h1;
end
reg sclk;
always @ (posedge clk_sys or negedge rst_n)	begin	
	if(~rst_n)
		sclk <= 1'h1;
	else if(cnt_cycle >= 8'd2)
		sclk <= 1'b1;
	else 
		sclk <= 1'h0;
end
wire pluse;
assign pluse = (cnt_cycle == 8'd2) ? 1'b1 : 1'b0;
reg [3:0] step;
always @ (posedge clk_sys or negedge rst_n)	begin
	if(~rst_n)
		step <= 4'h0;
	else if(pluse)
		step <= step + 4'h1;
	else 
		;
end
endmodule

==> Slide: Implementation Results <==
Key Metrics from the Run

Pwr
  – Peak supply drop: 158 uV
  – Switch Pwr: 0.593 mW
  – Register share of total power: 0.473
  – Leak Pwr: 8.17 nW
  – Part of the power in combinational logic: 0.032
  – Power per Cell Area: 157 nW/um^2
  – Tot Pwr: 2.77 mW
  – Sw frac: 0.214
  – Clock power share: 0.495
  – Int Pwr: 2.18 mW

Status
  – Status: complete, no violations

Final timing
  – Peak Freq: 0.165 GHz
  – Crit share post-route: 0.715
  – Setup TNS: 0 ps
  – Worst slew margin: 0.373
  – Hold Fails Final Rpt: 0
  – Min Hold Slack: 428 ps
  – Worst Skew: 11.9 ps
  – Slew Viols, Final: 0
  – Tightest Pin Transition: 937 ps
  – Setup ws final: 2430 ps
  – Final setup fails: 0
  – Final Critical Period: 6070 ps
  – RSZ-0062 raised after global routing: no

Worst hold path
  – Hold crit path type: flip-flop to flip-flop

Route
  – DRC: 0
  – DR vias: 10,100
  – Drt wl/cell: 19.4 um
  – ANT nets after route: 0
  – Total Wirelength: 35,000 um
  – Pre-Repair DR Iteration Count: 5
  – Vias per std cell: 5.62
  – Antenna cells: 0
  – Drt initial violations: 592

Final layout
  – P&R area growth vs syn: 15.0%
  – End-of-flow core utilization: 0.590
  – Design area: 17,700 um^2
  – Final cell count without fillers: 1,805
  – Layout fillers: 2,428
  – Largest regs: u_ad_filter.ad_data_o x15, u_ad_filter.ad_sum8 x15, u_ad_filter.ad_sum4 x14
  – Share of layout cells above drive strength 1: 0.204

Place
  – GPL Wtd Cong: 0.951
  – Pre-CTS setup slack: 2450 ps
  – DP Area: 16,600 um^2
  – Placed insts: 1,747
  – Port bufs: 88
  – Detailed placement HPWL: 25,500 um

Die
  – # IOs: 90
  – Floorplan core density: 0.513
  – Die Wd: 177 um
  – Chip Height: 177 um
  – Chip area: 31,500 um^2
  – Core area: 30,000 um^2
  – Site row count: 63

Logic synthesis
  – Synth Area per Inst: 11.7 um^2
  – Post-synthesis cell type count: 76
  – Post-synth EDFFs: 0
  – Post-synth ARST share: 0.989
  – Synth flops: 274
  – # Cells Yosys: 1,313
  – Ys flop type: dfrtp_1
  – Yosys stat chip area: 15,400 um^2
  – Mapped Cells: 1,313
  – Mapped cell area: 15,400 um^2
  – Sequential share of the synthesized area: 0.447
  – Syn. warnings: 4

Global routing
  – Gr usage total: 0.245
  – Initial antenna violation count: 1
  – Largest net degree at the start of global routing: 141
  – GRT overflow: 0
  – First-pass GRT wire length: 56,200 um
  – Vias in the first global route: 10,100

Critical path
  – Crit end category: flip-flop
  – Startpoint types: flip-flop
  – Setup Crit Path Kind: flip-flop to flip-flop
  – Worst path arrival time: 6520 ps
  – Crit path required time: 8950 ps
  – R2r setup slk: 2430 ps
  – CP Max Fanout: 5

CTS
  – CTS resizes: 0
  – Clock Pin Slew Worst Setup and Hold Paths: 60 ps
  – H-tree depth: 1
  – CTS Buf Count: 31
  – Hold buffer count at CTS: 0
  – TritonCTS clock tree: built
  – Worst skew pair latency: 560 ps
  – Clk buf depth: 3
  – Postcts setup bufs: 0
  – Root Buffer: clkbuf_16
  – CTS sink count: 274

Run
  – Number of warnings in the stage logs: 29
  – Max cap viols: 0
-- worst paths after layout --
check	from	endpoint	depth (start not counted)
max	u_ad_filter.ad_reg2[4]	u_ad_filter.ad_sum8[18]	19
min	u_sclk_gen.sclk	u_ad_s2p.sclk_reg	0
max reg2reg	u_ad_filter.ad_reg2[4]	u_ad_filter.ad_sum8[18]	19
min reg2reg	u_sclk_gen.sclk	u_ad_s2p.sclk_reg	0
max in group asynchronous	rst_n	u_ad_filter.ad_reg8[12]	2
min in group asynchronous	rst_n	u_ad_regs.cfg_ave[2]	1
-- cell families after synthesis --
| family | Yosys count | share of synthesized area |
|---|---|---|
| other | 1 | 0.000244 |
| AOI/OAI and AO/OA | 238 | 0.105 |
| xor gates and xnor gates | 40 | 0.0228 |
| muxes | 193 | 0.155 |
| buffers and inverters | 202 | 0.0517 |
| DFF | 274 | 0.447 |
| adders and majority gates | 119 | 0.132 |
| and+or+nand+nor | 246 | 0.0868 |
-- synth_stat cells, types with 22 or more instances --
library cell	instances	share of area
nor2_1	36	0.0088
nand2_1	91	0.022
inv_1	145	0.035
o21ai_0	61	0.020
dfstp_2	22	0.038
fa_1	72	0.094
clkbuf_1	37	0.0090
xnor2_1	26	0.015
mux2_2	167	0.12
a21oi_1	43	0.014
ha_1	47	0.038
dfrtp_1	249	0.41
-- area by class of cell --
cell class,count,area (um^2),area share
timing repair buffer,101,996,0.0563
sequential,274,6870,0.389
multi-input combinational,837,7710,0.436
inverter,145,544,0.0308
clock buffer,39,856,0.0484
tap,390,488,0.0276
clock inverter,19,206,0.0117
-- metal layers --
| metal | GRT usage | vias to the layer above | wire length (um) |
|---|---|---|---|
| met5 | 0 | - | 13 |
| met4 | 0.0445 | 2 | 779 |
| met3 | 0.0495 | 48 | 2140 |
| met2 | 0.378 | 241 | 16500 |
| met1 | 0.388 | 5063 | 15500 |
| li1 | - | 4787 | - |
-- power by group through the flow --
stage	clock (mW)	sequential [mW]	combinational, mW
after CTS	1.41	1.31	0.0900
after global routing	1.45	1.31	0.0976
final	1.37	1.31	0.0874
-- layout by cell type (no fill, tap or decap), types with 6 or more instances in the layout --
cell type,instances
clkbuf_16,31
nor3_1,10
or3_1,11
a22o_1,8
o21a_1,7
nand2_1,91
nand2b_1,7
mux2i_1,8
mux4_2,15
a21oi_1,43
a211oi_1,14
fa_1,72
inv_1,145
clkinv_2,11
dfstp_2,22
nor4_2,6
buf_4,12
nor3b_1,6
nor2b_1,11
ha_1,47
o211ai_1,13
o21ai_0,61
a221oi_1,11
xor2_1,14
nor2_1,36
dfrtp_1,248
nand4_1,7
mux2_2,167
a22oi_1,9
nor4_1,8
nand3_1,12
and3_1,8
a31oi_1,10
xnor2_1,26
clkdlybuf4s50_1,87
a21o_1,16
-- worst max-delay path, stage by stage, from the launching register on --
cell      delay (ps)
dfrtp_1          390
ha_1             250
fa_1             480
a21o_1           200
a21o_1           280
a21o_1           240
a21oi_1          300
xnor2_1          140
fa_1             540
inv_1             50
fa_1             430
fa_1             490
fa_1             540
inv_1             40
ha_1             340
a21oi_1          200
o211ai_1         180
a41oi_1          410
o21ai_0          150
a221o_1          300
Power figures rest on the tool's default switching activity, not on a simulated workload.
